File: flow/run.sh
#!/bin/bash
# OpenROAD 26Q1-2900-gdf79404cd8, Yosys 0.63+post, stock flow scripts
make -C /OpenROAD-flow-scripts/flow DESIGN_CONFIG=/design/flow/config.mk WORK_HOME=/design/flow/orfs finish
File: flow/config.mk
export PLATFORM = sky130hd
export DESIGN_NAME = Part3
export DESIGN_NICKNAME = Part3
export VERILOG_FILES = /design/flow/design.v
export SDC_FILE = /design/flow/constraint.sdc
export NUM_CORES = 4
export LEC_CHECK = 1
export CORE_AREA = 10 10 98 98
export DIE_AREA = 0 0 108 108
File: flow/constraint.sdc
current_design Part3

set clk_period 4.2
set clk_io_pct 0.2

create_clock -name clk0 -period $clk_period [get_ports {input_clock}]

set non_clock_inputs [all_inputs -no_clocks]
set_input_delay [expr $clk_period * $clk_io_pct] -clock clk0 $non_clock_inputs
set_output_delay [expr $clk_period * $clk_io_pct] -clock clk0 [all_outputs]
File: flow/design.v
`timescale 1ns / 1ps
module Part1(
    input input_clock,
    output reg output_clock = 0
    );
	reg [24:0] cnt = 0;
	always@(posedge input_clock)
	begin
		if(cnt > 8333333)
		begin
			cnt <= 0;
			output_clock = ~output_clock;
		end
		else
		begin
			cnt <= cnt + 1;
		end
	end
endmodule
`timescale 1ns / 1ps
module Part3(
    input input_clock,
    output reg [7:0] out,
	 output reg [3:0] anode
    );
	 wire clock;
	 reg [3:0] cnt = 4'b0000;
	 Part1 p1(input_clock,clock);
	always@(posedge clock)
	begin
		out <= 8'b11111111;
		anode <= 4'b0111;
		cnt <= cnt + 1;
		case(cnt)
			4'b0000: out[0] <= 0;
			4'b0001: out[5] <= 0;
			4'b0010: out[4] <= 0;
			4'b0011: out[3] <= 0;
			4'b0100: out[2] <= 0;
			4'b0101: begin
						cnt <= 0;
						out[1] <= 0;
						end
		endcase
	end
endmodule
==> run summary <==
Notes from the flow run.

Status:
- The flow ran to the end, and the final reports show no timing, DRC or antenna violations.

Global route:
- The run puts the overall routing resource usage at 0.04002.
- The run puts the number of global-route vias before repair at 945.
- The number of antenna violations at the first check in global routing is 0.
- The run puts the wire length of the first global-routing pass at 4.036 mm.
- The run puts the largest net degree at the start of global routing at 25.
- The run puts the aggregate global routing overflow at 0.

Logic synthesis:
- The warning tally printed by Yosys for this design is 2.
- For this run, the register share of the synthesized area comes to 0.4646.
- The run puts the netlist area before placement at 1573 um2.
- The chip area line in the Yosys stat output reads 1573 um2.
- The run gives the yosys cell count as 167.
- In this run, distinct cell masters in the synthesized netlist total 33.
- Dividing the synthesized area by the synthesized cell count gives 9.418 um2.
- Synthesis inferred 36 register bits.
- The run gives the instance tally after logic synthesis as 167.

Clocking:
- The run gives the post-cts gate resize count as 0.
- Post-CTS timing repair inserted 0 buffers for setup.
- The run puts the number of buffers between clock root and the deepest sink at 2.
- The run puts the clock latency of the later-clocked register in the worst-skew pair at 0.27 ns.
- On the worst setup and hold paths after CTS, the clock-pin slew comes to 0.09 ns.
- The run gives the count of hold buffers inserted by post-cts repair as 0.
- TritonCTS built the clock tree.
- CTS placed an instance of sky130_fd_sc_hd__clkbuf_8 at the clock tree root.
- Clock tree synthesis inserted a total of 3 buffers.
- Looking at the clock tree report, the H-tree level count equals 1.

Final timing:
- The run gives the worst relative slew slack as 0.4858.
- The run puts the post-route clock period utilization at 0.5092.
- The run puts the count of unclocked register or latch pins at 10.
- The run puts the count of endpoints without a timing constraint at 16.
- The run gives the time the worst path needs with I/O delays and setup as 2.139 ns.
- The run gives the final hold violation count as 0.
- Setup repair after global routing left no endpoint under its margin.
- The run puts the actual slew at the worst max-slew pin at 0.7654 ns.
- The run gives the final count of pins violating max slew as 0.
- The run puts the setup TNS at 0 ns.
- The run gives the post-route clock skew as 0.01143 ns.
- The run puts the achievable clock frequency at 0.4676 GHz.
- The run puts the final-report setup violation count at 0.

Job:
- The stage logs contain a warning count of 29.
- The run gives the number of maximum-capacitance constraint violations as 0.

Critical path:
- STA classifies the critical path startpoint as a flop.
- The critical path endpoint has a required time of 4.12 ns.
- The run gives the delay of the slowest cell on the worst path as 0.57 ns.
- The run gives the first element of the critical path as p1.cnt[16]$_SDFF_PN0_.
- Looking at the reg2reg group, the worst path ends at p1.output_clock$_DFFE_PN_.
- The run gives the path type of the worst setup path as reg -> reg.
- Of all nets on the critical path, the largest fanout is 24.
- STA lists the startpoint of the worst register-to-register path as p1.cnt[16]$_SDFF_PN0_.
- For this design, the slowest cell found on the critical path is sky130_fd_sc_hd__o21a_2.
- On the critical path the data arrives at 2.06 ns.
- In this run the critical path is formed by and4_1, nand4_1, a2111oi_0, o21a_2.
- The worst setup path is captured at a flop.
- Setup slack on the worst reg-to-reg path comes out at 2.06 ns.
- The worst register-to-register path depth is 4.

Final layout:
- The run puts the final core area utilization at 0.2336.
- The run puts the area used by sequential logic in the layout at 730.7 um2.
- The run gives the synthesis-to-layout area growth as 13.60%.
- The run puts the tally of non-filler cells in the final layout at 277.
- The run puts the post-route cell area at 1787 um2.
- The run gives the multi-input logic area as 770.7 um2.
- The run gives the number of filler instances in the final layout as 820.
- The layout summary lists the proportion of cells stronger than drive strength 1 as 0.1086.

Drt:
- The run gives the final antenna diode count as 0.
- The run gives the post-route antenna net violation count as 0.
- The run gives the overall via count from detail_route as 1019.
- After detailed routing, the number of vias per cell comes to 3.679.
- The run puts the iteration count of the initial detailed-routing pass at 4.
- The run gives the final routed wire length divided by cell count as 8.339 um.
- Once iteration 0 of detailed routing completed, the report listed 89 DRC markers.
- After detailed routing, the number of remaining DRC violations is 0.
- The wire length recorded after detailed routing is 2.310 mm.

Floorplanning:
- The die is 108 um wide.
- The run gives the full die area as 11660 um2.
- The run puts the area of the core at 7647 um2.
- The run puts the number of placement rows at 32.
- In the floorplan report the effective utilization is 0.2057.
- The run gives the height of the chip as 108 um.
- The run gives the number of top-level pins as 13.

Place:
- Port buffering added 6 buffers.
- The congestion estimate from routability-driven global placement came to 0.8248.
- The run puts the cell area after placement at 1715 um2.
- The run puts the estimated wirelength of the detail-placed design at 1.708 mm.
- The detailed placer reported the number of placed instances as 273.

Power:
- The highest supply drop recorded on VDD is 0.2996 mV.
- The run gives the leakage component of the power as 0.0005998 uW.
- The final power report lists total power as 478.8 uW.
- The run gives the total power density per cell area as 268.0 nW/um2.

Hold path:
- The run gives the hold-critical path depth as 2.
- For hold timing, the worst endpoint is p1.cnt[22]$_SDFF_PN0_.
- The run gives the path type of the worst min-delay path as reg -> reg.
- In this run the most critical hold path is launched from p1.cnt[22]$_SDFF_PN0_.
-- sequential cells by signal, summed over array words and instances (netlist names) --
name,flops
out,6
cnt,4
p1.output_clock,1
p1.cnt,25
-- worst max path at each step --
stage | cells after the start | slack, ns | endpoint
global route | 4 | 1.87 | p1.output_clock$_DFFE_PN_
CTS | 4 | 2.07 | p1.output_clock$_DFFE_PN_
finish | 4 | 2.06 | p1.output_clock$_DFFE_PN_
-- worst max-delay path: cells and delay by family, from the launching register on --
kind	cells	cell delay [ns]
compound gates	2	0.97
simple gates	2	0.40
flops	1	0.40
-- final cells by class --
| class | instances | share of cell area |
|---|---|---|
| Timing Repair Buffer | 6 | 0.03361 |
| Clock inverter | 1 | 0.01681 |
| Clock buffer | 3 | 0.02311 |
| Inverter | 7 | 0.01471 |
| Sequential cell | 36 | 0.4090 |
| Multi-Input combinational cell | 122 | 0.4314 |
| Tap cell | 102 | 0.07143 |
-- cell families (layout without fill, tap and decap cells) --
| group | Yosys count | count (layout) | synth area share |
|---|---|---|---|
| other cells | 2 | 8 | 0.004775 |
| simple gates | 78 | 78 | 0.2641 |
| buf+inv | 15 | 17 | 0.05967 |
| fa+ha+maj | 6 | 6 | 0.04773 |
| flops | 36 | 36 | 0.4646 |
| compound gates | 9 | 9 | 0.04217 |
| xor+xnor | 21 | 21 | 0.1169 |
-- metal layers --
| layer | vias up | wire, um | track usage |
|---|---|---|---|
| met5 | - | 0 | 0 |
| li1 | 552 | - | - |
| met1 | 450 | 1260 | 0.06026 |
| met2 | 17 | 916 | 0.05862 |
| met4 | 0 | 0 | 0.001908 |
| met3 | 0 | 133 | 0.01145 |
-- stage by stage --
stage	setup slack, ns	hold slack [ns]
6_report	2.061	0.4895
5_1_grt	1.868	0.5557
4_1_cts	2.065	0.4894
3_5_place_dp	2.103	0.4642
3_3_place_gp	2.124	0.4523
2_1_floorplan	2.449	0.4422
-- synth_stat cells --
cell	count	share of area
sky130_fd_sc_hd__a2111oi_0	1	0.0056
sky130_fd_sc_hd__a211oi_1	1	0.0048
sky130_fd_sc_hd__a21o_1	1	0.0048
sky130_fd_sc_hd__a41oi_1	1	0.0056
sky130_fd_sc_hd__and2_1	2	0.0080
sky130_fd_sc_hd__and2_2	1	0.0048
sky130_fd_sc_hd__and3_1	3	0.012
sky130_fd_sc_hd__and3_2	1	0.0048
sky130_fd_sc_hd__and4_1	1	0.0056
sky130_fd_sc_hd__buf_4	6	0.029
sky130_fd_sc_hd__buf_6	2	0.014
sky130_fd_sc_hd__conb_1	2	0.0048
sky130_fd_sc_hd__dfxtp_1	35	0.45
sky130_fd_sc_hd__edfxtp_1	1	0.019
sky130_fd_sc_hd__ha_1	6	0.048
sky130_fd_sc_hd__inv_1	7	0.017
sky130_fd_sc_hd__nand2_1	13	0.031
sky130_fd_sc_hd__nand3_1	9	0.029
sky130_fd_sc_hd__nand3_2	1	0.0064
sky130_fd_sc_hd__nand4_1	5	0.020
sky130_fd_sc_hd__nor2_1	22	0.053
sky130_fd_sc_hd__nor2_2	8	0.032
sky130_fd_sc_hd__nor2_4	1	0.0072
sky130_fd_sc_hd__nor2b_1	2	0.0080
sky130_fd_sc_hd__nor3_1	2	0.0064
sky130_fd_sc_hd__nor4_1	3	0.012
sky130_fd_sc_hd__nor4_2	2	0.016
sky130_fd_sc_hd__o21a_1	2	0.0095
sky130_fd_sc_hd__o21a_2	1	0.0056
sky130_fd_sc_hd__o21ai_0	2	0.0064
sky130_fd_sc_hd__or4_1	2	0.0095
sky130_fd_sc_hd__xnor2_1	9	0.050
sky130_fd_sc_hd__xor2_1	12	0.067
-- power breakdown --
group | switching [uW] | total [uW] | internal (uW)
combinational | 6.54 | 8.84 | 2.30
clock | 77.4 | 205 | 127
sequential | 4.40 | 265 | 261
total | 88.4 | 479 | 390
-- layout by cell type (no fill, tap or decap), types with 2 or more instances in the layout --
cell / netlist / routed
sky130_fd_sc_hd__nand3_1: 9 / 9
sky130_fd_sc_hd__clkdlybuf4s50_1: 0 / 6
sky130_fd_sc_hd__inv_1: 7 / 7
sky130_fd_sc_hd__nor4_2: 2 / 2
sky130_fd_sc_hd__clkbuf_8: 0 / 3
sky130_fd_sc_hd__conb_1: 2 / 8
sky130_fd_sc_hd__xor2_1: 12 / 12
sky130_fd_sc_hd__nand4_1: 5 / 5
sky130_fd_sc_hd__nor3_1: 2 / 2
sky130_fd_sc_hd__and3_1: 3 / 3
sky130_fd_sc_hd__o21ai_0: 2 / 2
sky130_fd_sc_hd__nor4_1: 3 / 3
sky130_fd_sc_hd__nand2_1: 13 / 13
sky130_fd_sc_hd__xnor2_1: 9 / 9
sky130_fd_sc_hd__nor2_1: 22 / 22
sky130_fd_sc_hd__and2_1: 2 / 2
sky130_fd_sc_hd__nor2_2: 8 / 8
sky130_fd_sc_hd__dfxtp_1: 35 / 35
sky130_fd_sc_hd__ha_1: 6 / 6
sky130_fd_sc_hd__or4_1: 2 / 2
sky130_fd_sc_hd__o21a_1: 2 / 2
sky130_fd_sc_hd__nor2b_1: 2 / 2
Power is estimated from default activity; no workload was simulated.
