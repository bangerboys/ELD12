### /design/flow/run.sh
#!/bin/bash
# OpenROAD 26Q1-2900-gdf79404cd8, Yosys 0.63+post, stock flow scripts
make -C /OpenROAD-flow-scripts/flow DESIGN_CONFIG=/design/flow/config.mk WORK_HOME=/design/flow/orfs finish
### /design/flow/config.mk
export PLATFORM = sky130hd
export DESIGN_NAME = Code
export DESIGN_NICKNAME = Code
export VERILOG_FILES = /design/flow/design.v
export SDC_FILE = /design/flow/constraint.sdc
export NUM_CORES = 4
export LEC_CHECK = 1
export CORE_UTILIZATION = 50
### /design/flow/constraint.sdc
current_design Code

set clk_period 4.0
set clk_io_pct 0.2

create_clock -name clk0 -period $clk_period [get_ports {input_clock}]

set non_clock_inputs [all_inputs -no_clocks]
set_input_delay [expr $clk_period * $clk_io_pct] -clock clk0 $non_clock_inputs
set_output_delay [expr $clk_period * $clk_io_pct] -clock clk0 [all_outputs]
### /design/flow/design.v
`timescale 1ns / 1ps
module Code(
    input input_clock,
	 output reg output_clock = 0,
	 output reg output_clock2 = 0,
	 output reg output_clock3 = 0
    );
	 reg [24:0] count = 0;
	 reg [24:0] count2 = 0;
	 reg [24:0] count3 = 0;
	 always@(posedge input_clock)
	 begin
		if(count > 8333333)
		begin
			output_clock <= ~output_clock;
			count<=0;
		end
		else
		begin
			count <= count + 1;
		end
		if(count2 > 16666666)
		begin
			output_clock2 <= ~output_clock2;
			count2<=0;
		end
		else
		begin
			count2 <= count2 + 1;
		end
		if(count3 > 33333332)
		begin
			output_clock3 <= ~output_clock3;
			count3<=0;
		end
		else
		begin
			count3 <= count3 + 1;
		end
	end
endmodule
==> CHANGELOG.md <==
### Metrics

* Drt wl/cell at 11.41 um
* Antenna viol nets, final at 0
* AO/OA Area Share at 0.04750
* Worst path max stage delay at 0.77 ns
* Worst r2r dst: count[10]
* Core Util at FP at 0.5146
* CP arrival at 2.74 ns
* Hold Buf Count CTS at 0
* Initial antenna violation count at 0
* Synth cell types at 42
* Worst Hold Depth at 1
* Max-Cap Viols at 0
* Vias in the first global route at 2,283
* Worst path depth at 6
* Main flop type: dfxtp_1
* Adder-cell share of the synthesized area at 0.02159
* Slowest-stage cell, CP: nor3_2
* Worst setup SP type: flop
* R2r worst-path depth at 6
* Main logic family after synthesis: simple AND/OR/NAND/NOR gates
* Place WS at 1.494 ns
* I/O Pins at 4
* CTS clk-pin slew, worst paths at 0.08 ns
* Fill count at 604
* Flop2flop setup slack at 1.49 ns
* Late-Pin Clk Latency at 0.34 ns
* DR vias at 2,550
* Fraction of layout cells with a size suffix above 1 at 0.06295
* IO buf count at 3
* Clock sink count at 78
* Synthesis-to-finish area growth at 8.744%
* Rel. slew slack at 0.3463
* Antenna fix cells at 0
* Hold Crit Endpoint: count2[0]
* CTS tree: yes
* Final setup vio count at 0
* First-pass GRT wire length at 9.804 mm
* CTS root buffer: clkbuf_8
* Switching Fraction at 0.2250
* Critical setup path kind: flop to flop
* Num CTS Buffers at 9
* Post-synth EDFFs at 3
* Syn_area_per_cell at 8.714 um^2
* Synth warn at 1
* Die width at 85.39 um
* Max Clk Rate at 399.2 MHz
* Mux frac, synth at 0
* GR Layer Usage met2 at 0.2551
* Cell area after synthesis at 3477 um^2
* First-pass iteration count of the detailed router at 4
* Total negative slack at 0 ns
* Lkg Pwr at 1.326 nW
* Met1 GRT Util at 0.2620
* Hold Startpoint: count2[0]
* Worst vdd ir at 0.0001935 V
* Status: completed
* PostCTS Resize Cnt at 0
* Switching power total at 0.0003078 W
* Final cell count without fillers at 493
* Cell Int Power at 0.001060 W
* Number of cells in Yosys stat at 399
* CP Capture Type: flop
* Seq share, synth at 0.4577
* Yosys top cell by area: dfxtp_1
* Flop area at 1592 um^2
* Reg2reg start: count[12]
* Synth top area share at 0.4318
* Tool warnings at 28
* Delay-heaviest family, CP: simple AND/OR/NAND/NOR gates
* Gr usage total at 0.1669
* Max FO, Critical Path at 15
* Max-slew violations at 0
* Post-synth ARST share at 0
* Required @ worst endpoint at 4.23 ns
* RSZ-0062 raised after global routing: false
* Gr busiest metal: met1
* Post-synth regs at 78
* Drt drc at 0
* Area fraction in xor and xnor cells at 0.1587
* Sequential Power Share at 0.582
* Chip Area at 7291 um^2
* Final WL at 5.626 mm
* Most numerous logic cell after layout: nor2_1
* Global route overflow at 0
* Cells after DPL at 477
* Sequence of cells on the critical path: or4b_1, o41ai_1, a21oi_1, nor3_2, buf_4, nor2_1
* Most frequent cells in the layout: nor2_1 (89), dfxtp_1 (75), xor2_1 (32)
* Comb power frac at 0.021
* Post-route cell area at 3781 um^2
* Clock skew at 0.006318 ns
* Number of placement rows at 30
* Tcrit/Tclk final at 0.6263
* Worst-Margin Slew at 0.9715 ns
* Mapped Cells at 399
* Top cells by area, synth: dfxtp_1 (43%), nor2_1 (9.6%), xor2_1 (8.1%), xnor2_1 (7.8%), nand3_1 (3.7%)
* Vias per cell at 5.172
* Min-Delay Path Class: flop to flop
* Final hold vios at 0
* Chip area line of the yosys report at 3477 um^2
* Placer Congestion at 0.8082
* Worst-case clock buffer depth at 2
* Number of H-tree levels at 3
* Detailed-placement wirelength estimate at 3.839 mm
* DR iter-0 viols at 72
* Pwr dens at 361.8 nW/um^2
* Die H at 85.39 um
* Yosys simple share at 0.2825
* Bufs and invs on worst path at 1
* GR Util met3 at 0.02962
* Comb gate area at 1793 um^2
* Tmin final at 2.505 ns
* Placed Area at 3597 um^2
* Largest net degree at the start of global routing at 19
* Core area at 6756 um^2
* Setup Fix Bufs, Post-CTS at 0
* Fin worst setup slack at 1.495 ns
* Clk pwr share at 0.396
sequential cells by signal, summed over array words and instances, names as in the netlist:
| register | flops |
|---|---|
| count3 | 25 |
| output_clock2 | 1 |
| output_clock | 1 |
| count2 | 25 |
| count | 25 |
| output_clock3 | 1 |
layer usage:
layer,part of all wire,wire length (um),vias up
met5,0,0,-
met4,0.017,97,0
met3,0.025,138,10
met2,0.42,2361,27
met1,0.54,3029,1148
li1,-,-,1365
layout make-up:
class,instances,share of cell area
clock buffer,11,0.04004
clock inverter,5,0.008604
inverter,12,0.01191
multi-input combinational,299,0.4742
sequential,78,0.4209
tap,80,0.02647
timing repair buffer,8,0.01787
cells in the mapped netlist, drive strengths merged (3+ instances only):
library cell,instances
a211oi,3
a21oi,4
and3,8
and4,4
buf,4
clkbuf,8
dfxtp,75
edfxtp,3
ha,6
inv,12
nand2,23
nand3,26
nand4,17
nor2,89
nor3,12
nor4,9
o211ai,3
o21a,5
xnor2,31
xor2,32
power by group through the flow:
stage | Combinational (W) | Sequential [W] | Clock, W
5_1_grt | 0.0000340 | 0.000798 | 0.000599
4_1_cts | 0.0000298 | 0.000797 | 0.000560
6_report | 0.0000290 | 0.000797 | 0.000542
metrics by stage:
stage	total power, W	util	hold slack, ns
after floorplan	0.0008369	-	0.4255
after global placement	0.0008446	0.5324	0.4374
after detailed placement	0.0008450	0.5324	0.4511
after CTS	0.001386	0.5596	0.4656
after global routing	0.001431	0.5596	0.5054
final	0.001368	0.5596	0.4638
cells by family after synthesis:
group / after synthesis
AND-OR/OR-AND: 24
other: 1
AND/OR/NAND/NOR: 203
flip-flops: 78
buffers and inverters: 24
adder cells (fa/ha/maj): 6
XOR/XNOR: 63
worst max-delay path by stage:
stage | slack [ns] | end | from
global route | 1.19 | count[7] | count[12]
CTS | 1.46 | count[8] | count[12]
finish | 1.49 | count[10] | count[12]
Power figures rest on the tool's default switching activity, not on a simulated workload.
